File: flow/design.v
module forward_(DATA1, DATA2, RESULT);      
    input [7:0]DATA1, DATA2;                
    output reg[7:0]RESULT;           
    always @(DATA1, DATA2)                      
    begin
        #1 RESULT = DATA2;           
    end
endmodule
module add_(DATA1, DATA2, RESULT);   
    input [7:0]DATA1, DATA2;         
    output reg[7:0]RESULT;
    always @(*)
    begin
        #2 RESULT = DATA1 + DATA2;   
    end
endmodule
module and_(DATA1, DATA2, RESULT);   
    input [7:0]DATA1, DATA2;
    output reg[7:0]RESULT;
    always @ (*)
    begin
        #1 RESULT = DATA1 & DATA2;   
    end
endmodule
module or_(DATA1, DATA2, RESULT);    
    input [7:0]DATA1, DATA2;
    output reg[7:0]RESULT;
    always@(*)
    begin
        #1 RESULT = DATA1 | DATA2;   
    end
endmodule
module alu(DATA1, DATA2, RESULT, SELECT, ZERO);    
    input [7:0]DATA1, DATA2;
    output reg [7:0]RESULT;                  
    input [2:0]SELECT;
    output ZERO;                       
    wire [7:0]forward_output, add_output, and_output, or_output;     
    forward_ forward_u(DATA1, DATA2, forward_output);       
    add_ add_u(DATA1, DATA2, add_output);            
    and_ and_u(DATA1, DATA2, and_output);            
    or_ or_u(DATA1, DATA2, or_output);               
    always @(*)                                      
    begin
        case (SELECT)
            3'b000: RESULT = forward_output;         
            3'b001: RESULT = add_output;             
            3'b010: RESULT = and_output;             
            3'b011: RESULT = or_output;              
            default: RESULT = 8'bxxxxxxxx;           
        endcase
    end
    assign ZERO = (RESULT == 0);
endmodule
module reg_file(
    input [7:0] WRITEDATA,
    output [7:0] REGOUT1, REGOUT2,
    input [2:0] WRITEREG,
    input [2:0] READREG1, READREG2,
    input WRITEENABLE, CLK, RESET );
    reg [7:0] memory [7:0];
    integer index;
    assign #2 REGOUT1 = memory[READREG1];
    assign #2 REGOUT2 = memory[READREG2];
    always @(posedge CLK) begin
        if (RESET) begin
            #1;   
            for (index = 0; index < 8; index = index + 1) begin
                memory[index] <= 8'h00;
            end
        end 
        else if (WRITEENABLE) begin
            #1;   
            memory[WRITEREG] <= WRITEDATA;
        end
    end
initial begin
    end
endmodule
module ProgramCounter(CLK, RESET, PC, IMMEDIATE_OFFSET, jump, branch, ZERO,STALL);
    input CLK, RESET;
    output reg [31:0] PC;
    wire [31:0] pcNext, pcPlus4, pcTarget;
    input signed [7:0] IMMEDIATE_OFFSET;
    input jump, branch, ZERO, STALL;
    wire isBranching, pcMuxSelector;
    and(isBranching, branch, ZERO);
    or(pcMuxSelector, isBranching, jump);
    Mux_2x1_new pcMux (pcPlus4, pcTarget, pcMuxSelector, pcNext);
    always @(posedge CLK) begin
        if (RESET == 1'b1) begin
            #1 PC <= 0;
        end
        else begin
            if (STALL == 1'b0) begin         
                #1 PC = pcNext;
            end
        end
    end
    assign #1 pcPlus4 = PC + 4;
    assign #2 pcTarget = (PC +4) + IMMEDIATE_OFFSET * 4;
endmodule
module Mux_2x1_new(IN1, IN2, SELECT, OUT);
    input [31:0] IN1, IN2;
    input SELECT;
    output reg [31:0] OUT;
    always @(IN1, IN2, SELECT) begin
        case(SELECT)
        1'b0: OUT = IN1;
        1'b1: OUT = IN2;
        endcase
    end
endmodule
module InstructionDecoder (INSTRUCTION, OPCODE, IMMEDIATE, READREG2, READREG1, WRITEREG, IMMEDIATE_OFFSET);
    input [31:0] INSTRUCTION;
    output [7:0] OPCODE, IMMEDIATE;
    output signed [7:0] IMMEDIATE_OFFSET;   
    output [2:0] READREG2, READREG1, WRITEREG;
    assign OPCODE = INSTRUCTION[31:24];
    assign READREG1 = INSTRUCTION[15:8];
    assign IMMEDIATE = INSTRUCTION[7:0];
    assign READREG2 = INSTRUCTION[7:0];
    assign WRITEREG = INSTRUCTION[23:16];
    assign IMMEDIATE_OFFSET = INSTRUCTION[23:16];
endmodule
module ControlUnit (OPCODE, ALUOP, immSelect, signSelect, WRITEENABLE, movSelect, branch, jump, BUSYWAIT, READ, WRITE, WRITESRC, STALL);
    input [7:0] OPCODE;
    output reg [2:0] ALUOP;
    output reg immSelect, signSelect, WRITEENABLE;
    output reg movSelect, branch, jump;
    input BUSYWAIT;
    output reg READ, WRITE, WRITESRC, STALL;
    always @(BUSYWAIT) begin
        STALL = BUSYWAIT;        
        if(BUSYWAIT == 0)        
        begin
            READ = 0;
            WRITE = 0;
        end
    end
    always @(OPCODE) begin
        #1
        movSelect = (OPCODE == 8'b00000001) ? 1'b1 : 1'b0;
        case (OPCODE)
            8'b00000000: begin  
                ALUOP = 3'b000;
                immSelect = 1'b1;
                signSelect = 1'b0;
                WRITEENABLE = 1'b1;
                branch = 1'b0;
                jump = 1'b0;
                READ = 1'b0;
                WRITE = 1'b0;
                WRITESRC = 1'b1;
            end
            8'b00000001: begin  
                ALUOP = 3'b000;
                immSelect = 1'b0;
                signSelect = 1'b0;
                WRITEENABLE = 1'b1;
                branch = 1'b0;
                jump = 1'b0;
                READ = 1'b0;
                WRITE = 1'b0;
                WRITESRC = 1'b1;
            end
            8'b00000010: begin  
                ALUOP = 3'b001;
                immSelect = 1'b0;
                signSelect = 1'b0;
                WRITEENABLE = 1'b1;
                branch = 1'b0;
                jump = 1'b0;
                READ = 1'b0;
                WRITE = 1'b0;
                WRITESRC = 1'b1;
            end
            8'b00000011: begin  
                ALUOP = 3'b001;
                immSelect = 1'b0;
                signSelect = 1'b1;
                WRITEENABLE = 1'b1;
                branch = 1'b0;
                jump = 1'b0;
                READ = 1'b0;
                WRITE = 1'b0;
                WRITESRC = 1'b1;
            end
            8'b00000100: begin  
                ALUOP = 3'b010;
                immSelect = 1'b0;
                signSelect = 1'b0;
                WRITEENABLE = 1'b1;
                branch = 1'b0;
                jump = 1'b0;
                READ = 1'b0;
                WRITE = 1'b0;
                WRITESRC = 1'b1;
            end
            8'b00000101: begin  
                ALUOP = 3'b011;
                immSelect = 1'b0;
                signSelect = 1'b0;
                WRITEENABLE = 1'b1;
                branch = 1'b0;
                jump = 1'b0;
                READ = 1'b0;
                WRITE = 1'b0;
                WRITESRC = 1'b1;
            end
            8'b00000110: begin  
                ALUOP = 3'b000;
                immSelect = 1'b1;
                signSelect = 1'b0;
                WRITEENABLE = 1'b0;
                branch = 1'b0;
                jump = 1'b1;
                READ = 1'b0;
                WRITE = 1'b0;
                WRITESRC = 1'b1;
            end
            8'b00000111: begin  
                ALUOP = 3'b001;     
                immSelect = 1'b0;
                signSelect = 1'b1;
                WRITEENABLE = 1'b0;
                branch = 1'b1;
                jump = 1'b0;
                READ = 1'b0;
                WRITE = 1'b0;
                WRITESRC = 1'b1;
            end
            8'b00001000: begin  
                ALUOP = 3'b000;
                immSelect = 1'b0;
                signSelect = 1'b0;
                WRITEENABLE = 1'b1;
                branch = 1'b0;
                jump = 1'b0;
                READ = 1'b1;         
                WRITE = 1'b0;
                WRITESRC = 1'b0;    
            end
            8'b00001001: begin  
                ALUOP = 3'b000;
                immSelect = 1'b1;    
                signSelect = 1'b0;
                WRITEENABLE = 1'b1;
                branch = 1'b0;
                jump = 1'b0;
                READ = 1'b1;         
                WRITE = 1'b0;       
                WRITESRC = 1'b0;    
            end
            8'b00001010: begin  
                ALUOP = 3'b000;
                immSelect = 1'b0;
                signSelect = 1'b0;
                WRITEENABLE = 1'b0;
                branch = 1'b0;
                jump = 1'b0;
                READ = 1'b0;
                WRITE = 1'b1;        
                WRITESRC = 1'b0;
            end
            8'b00001011: begin  
                ALUOP = 3'b000;
                immSelect = 1'b1;    
                signSelect = 1'b0;
                WRITEENABLE = 1'b0;
                branch = 1'b0;
                jump = 1'b0;
                READ = 1'b0;
                WRITE = 1'b1;        
                WRITESRC = 1'b0;
            end
            default: begin
                ALUOP = 3'b000;
                immSelect = 1'b0;
                signSelect = 1'b0;
                WRITEENABLE = 1'b0;
                branch = 1'b0;
                jump = 1'b0;
            end
        endcase
    end
endmodule
module TwosCompliment(IN, OUT);
    input [7:0] IN;
    output reg signed [7:0] OUT;
    always @(IN) begin 
        #1 OUT = ~IN + 1;
    end
endmodule
module Mux_2x1(IN1, IN2, SELECT, OUT);
    input [7:0] IN1, IN2;
    input SELECT;
    output reg [7:0] OUT;
    always @(IN1, IN2, SELECT) begin
        if (SELECT == 1'b1) begin   
            OUT = IN2;
        end else begin               
            OUT = IN1;
        end
    end
endmodule
module main_cpu(PC, INSTRUCTION, CLK, RESET, ADDRESS, WRITE, READ, BUSYWAIT,WRITEDATA, READDATA);
    output [31:0] PC;
    input [31:0] INSTRUCTION;
    input CLK;
    input RESET;
    input BUSYWAIT;      
    input [7:0] READDATA;
    output READ,WRITE;       
    output [7:0] ADDRESS, WRITEDATA;
    wire [7:0] OPCODE;
    wire [2:0] READREG1, READREG2, WRITEREG;
    wire [7:0] IMMEDIATE;
    wire signed [7:0] IMMEDIATE_OFFSET;
    wire immSelect;
    wire [7:0] REGOUT1, REGOUT2;
    wire WRITEENABLE;
    wire movSelect;
    wire branch, jump;
    wire [7:0] OPERAND1, OPERAND2, ALURESULT;
    wire [2:0] ALUOP;
    wire ZERO;
    wire [7:0] negatedOp;
    wire [7:0] signedREGOUT2;
    wire signSelect;
    wire WRITESRC, STALL;        
    wire [7:0] regwrite;        
    Mux_2x1 movMux(READDATA, ALURESULT, WRITESRC, regwrite);
    ProgramCounter pc(CLK, RESET, PC, IMMEDIATE_OFFSET, jump, branch, ZERO,STALL);
    InstructionDecoder decoder(INSTRUCTION, OPCODE, IMMEDIATE, READREG2, READREG1, WRITEREG, IMMEDIATE_OFFSET);
    ControlUnit controlUnit(OPCODE, ALUOP, immSelect, signSelect, WRITEENABLE, movSelect, branch, jump, BUSYWAIT, READ, WRITE, WRITESRC, STALL);
    reg_file my_reg(regwrite, REGOUT1, REGOUT2, WRITEREG, READREG1, READREG2, WRITEENABLE, CLK, RESET);
    TwosCompliment my_twosComp(REGOUT2, negatedOp);
    Mux_2x1 signSwitcher(REGOUT2, negatedOp, signSelect, signedREGOUT2);
    Mux_2x1 ALUOperand2Selector(signedREGOUT2, IMMEDIATE, immSelect, OPERAND2);
    assign OPERAND1 = REGOUT1;
    alu my_alu(OPERAND1, OPERAND2, ALURESULT, ALUOP, ZERO);
    assign ADDRESS = ALURESULT;
    assign WRITEDATA = REGOUT1;
    initial begin
        $monitor("Time %0t | PC=%d | INSTR=%b | MEM_WR=%b | MEM_RD=%b | MEM_ADDR=%d | MEM_WDATA=%d | MEM_RDATA=%d | BUSYWAIT=%b | R2=%d | R3=%d | R4=%d | R5=%d | R6=%d",
                 $time, PC, INSTRUCTION,
                 WRITE, READ, ADDRESS, WRITEDATA, READDATA, BUSYWAIT, my_reg.memory[2], my_reg.memory[3], my_reg.memory[4], my_reg.memory[5], my_reg.memory[6]);
    end
endmodule
File: flow/config.mk
export PLATFORM = sky130hd
export DESIGN_NAME = main_cpu
export DESIGN_NICKNAME = main_cpu
export VERILOG_FILES = /design/flow/design.v
export SDC_FILE = /design/flow/constraint.sdc
export NUM_CORES = 4
export LEC_CHECK = 1
export CORE_UTILIZATION = 50
File: flow/constraint.sdc
current_design main_cpu

set clk_period 14.9
set clk_io_pct 0.2

create_clock -name clk0 -period $clk_period [get_ports {CLK}]

set non_clock_inputs [all_inputs -no_clocks]
set_input_delay [expr $clk_period * $clk_io_pct] -clock clk0 $non_clock_inputs
set_output_delay [expr $clk_period * $clk_io_pct] -clock clk0 [all_outputs]
File: flow/run.sh
#!/bin/bash
# OpenROAD 26Q1-2900-gdf79404cd8, Yosys 0.63+post, stock flow scripts
make -C /OpenROAD-flow-scripts/flow DESIGN_CONFIG=/design/flow/config.mk WORK_HOME=/design/flow/orfs finish
==> notes.md <==
run metrics: GR Overflow Total 0, CP Launch Point INSTRUCTION[0], setup violators final 0, CTS tree yes, largest net degree at the start of global routing 41, register pins left without a clock 1, WS Path Type in2out, Max Freq 92.62 MHz, vias in the first global route 6,576, mean number of vias per cell 6.261, worst vdd ir 0.06794 mV, Insertion Delay late pin 0.35 ns, Chip Height 125.9 microns, I/O pins 93, Cell area leaders edfxtp_1, mux4_2, dfxtp_1, Compound Share, Synth 0.1670, synthesized flop and latch total 95, GRT Total Usage 0.2873, Clock Skew 0.006797 ns, adder-cell share of the synthesized area 0.04759, WHS 0.5216 ns, worst r2r src my_reg.memory[3][0], First DRT Iteration DRCs 401, total core area 14,750 sq um, Chip Width 125.9 microns, Num CTS Buffers 9, Post-synth mux share 0.1406, dpl hpwl 15,350 microns, WP data required 11.92 ns, leak pwr 3.203 nW, dominant logic cell type in the layout nor2_1, Commonest flop edfxtp_1, drt wl/cell 19.53 microns, startpoint types input pin, Gate Count Post-Synth 847, crit path to ADDRESS[7], Pre-antenna DRT Iters 5, Logic family by area simple AND/OR/NAND/NOR gates, R2R setup slack 9.77 ns, Final Hold Fails 0, post-synthesis cell area 7677 sq um, Synth Area in XOR/XNOR 0.02852, DR top layer met4, initial antenna violation count 0, endpoints left unconstrained 1, crit-path max cell delay 0.62 ns, Reg2Reg Depth 19, Initial Utilization 0.5204, yosys cell count 847, yosys stat area 7677 sq um, routed wl met3 1372 microns, Area leader share 0.2503, Die Size 15,850 sq um, Slew @ Worst Pin 0.8909 ns, Netlist cell types 80, CP Data Arrival Time 7.82 ns, Max Cap Viol 0, WL met2 10,520 microns, met1 WL 8790 microns, Slew headroom 0.4024, cell family with the largest share of critical-path delay buffers and inverters, Max FO, Critical Path 23, buffer-and-inverter tally for the worst setup path 4, Hold-fix buffers, CTS 0, area leader, netlist edfxtp_1, number of synthesized flops with an enable pin 64, Area Growth Syn to Fin 15.43%, reg2reg end pc.PC[30], Max Root-Sink Buffers 2, number of diodes 0, final WL 21,370 microns, Residual DRC 0, element type at the critical path end output port, max-slew violation count 0, WP depth 17, status finished clean, Top Layout Cells nor2_1, clkdlybuf4s50_1, edfxtp_1, nand2_1, a21oi_1, first-pass GRT wire length 34,200 microns, Post-Syn Area per Cell 9.064 sq um, Final Cycle Share 0.7246, Power Density 75.30 nW/um^2, hold crit path type reg2reg, Root Buffer clkbuf_16, minimum clock period 10.80 ns, antenna viol nets, final 0, critical path's slowest cell a2bb2oi_1, layout cells sized above 1 0.08352, Yosys warning count 17, routability cong. 0.9863, unrepaired setup endpoints after global routing false, clock-pin slew on the worst setup and hold paths 0.07 ns, Setup Buffers After CTS 0, DR vias 6,849, simple-gate share of the synthesized area 0.2340, Synth async-reset ratio 0, post-CTS sizing 0, htree depth 3, overall power 0.6673 mW, site row count 44, IO Port Bufs 83, setup TNS 0 ns, critical-path cell list clkdlybuf4s50_1 -> buf_4 -> mux4_2 -> mux2i_2 -> ha_1 -> nor2_1 -> a21oi_1 -> nand2_1 -> nand2_1 -> inv_1 -> ha_1 -> a211oi_1 -> o21ai_0 -> o211ai_1 -> mux2i_1 -> a2bb2oi_1 -> clkdlybuf4s50_1, OpenROAD warnings 39
## area by class of cell
class,count,area (sq um)
clock buffer,10,229.0
clock inverter,6,51.30
fill,1236,5892
inverter,38,142.6
multi-input combinational,667,4758
sequential,95,2537
tap,184,230.2
timing repair buffer,94,913.4
## through the flow
step,instance area [sq um],std cells,setup WS (ns),util
2_1_floorplan,7689,850,5.521,-
3_3_place_gp,8582,1078,4.100,0.5817
6_report,8862,1094,4.103,0.6007
3_5_place_dp,8582,1078,4.066,0.5817
5_1_grt,8862,1094,3.769,0.6007
4_1_cts,8862,1094,4.064,0.6007
## synthesized netlist by cell type (15+ instances only)
| library cell | n |
|---|---|
| a21oi_1 | 47 |
| clkbuf_1 | 29 |
| dfxtp_1 | 30 |
| edfxtp_1 | 64 |
| ha_1 | 26 |
| inv_1 | 37 |
| mux2i_1 | 30 |
| mux4_2 | 28 |
| nand2_1 | 62 |
| nand2b_1 | 15 |
| nand3_1 | 33 |
| nor2_1 | 115 |
| nor3_1 | 29 |
| o21ai_0 | 35 |
| xnor2_1 | 18 |
## state kept, by name, summed over array words and instances, names as in the netlist
signal,flops
controlUnit.WRITESRC,1
my_reg.memory,64
pc.PC,30
## per-layer routing
| metal | GRT usage | up-vias |
|---|---|---|
| li1 | - | 3306 |
| met1 | 0.3979 | 3235 |
| met2 | 0.4670 | 263 |
| met3 | 0.06840 | 45 |
| met4 | 0.08575 | 0 |
| met5 | 0 | - |
## worst reg2reg max path, delay by kind of cell (launching register included)
kind                       cells  cell delay, ns
DFF                            1            0.38
muxes                          3            1.10
buffers and inverters          2            0.46
adders and majority gates      2            0.52
AOI/OAI and AO/OA              6            1.47
and+or+nand+nor                6            1.10
## power by group
part           internal (mW)  switching (mW)
logic                 0.0694          0.0841
clock network          0.116           0.104
registers              0.286         0.00796
total                  0.471           0.196
## worst min-delay path by stage
stage	slack, ns	start	to	cells past startpoint
final	0.52	pc.PC[18]	pc.PC[18]	2
after global routing	0.56	pc.PC[18]	pc.PC[18]	2
after CTS	0.52	pc.PC[18]	pc.PC[18]	2
## cells by family (layout without fill, tap and decap cells)
logic type	Yosys count	count (layout)
and+or+nand+nor	350	350
AOI/OAI and AO/OA	189	189
DFF	94	94
buffers and inverters	88	148
muxes	71	71
adders and majority gates	28	28
xor gates and xnor gates	25	25
other	1	4
latches	1	1
Power and IR drop assume default switching activity.
